==> ./design.v <==
module fpu_demux
#(
    parameter DATA_WIDTH         = 32,
    parameter FP_TYPE_WIDTH       = 5,
    parameter NB_CORE_ARGS        = 3,
    parameter CORE_OPCODE_WIDTH   = 6,
    parameter CORE_DSFLAGS_CPU    = 15,
    parameter CORE_USFLAGS_CPU    = 5,
    parameter NB_APU_ARGS        = 3,
    parameter APU_OPCODE_WIDTH   = 6,
    parameter APU_DSFLAGS_CPU    = 15,
    parameter APU_USFLAGS_CPU    = 5,
    parameter NB_FPNEW_ARGS        = 3,
    parameter FPNEW_OPCODE_WIDTH   = 6,
    parameter FPNEW_DSFLAGS_CPU    = 15,
    parameter FPNEW_USFLAGS_CPU    = 5,
    parameter APU_ID   = 1,
    parameter FPNEW_ID = 0
)
(
   input logic                                          clk,
   input logic                                          rst_n,
   input  logic                                         core_slave_req_i,
   output logic                                         core_slave_gnt_o,
   input  logic [FP_TYPE_WIDTH-1:0]                     core_slave_type_i,
   input logic [NB_CORE_ARGS-1:0][DATA_WIDTH-1:0]       core_slave_operands_i,
   input logic [CORE_OPCODE_WIDTH-1:0]                  core_slave_op_i,
   input logic [CORE_DSFLAGS_CPU-1:0]                   core_slave_flags_i,
   input  logic                                         core_slave_rready_i,
   output logic                                         core_slave_rvalid_o,
   output logic [DATA_WIDTH-1:0]                        core_slave_rdata_o,
   output logic [CORE_USFLAGS_CPU-1:0]                  core_slave_rflags_o,
   output logic                                          apu_req_o,
   input  logic                                          apu_gnt_i,
   output logic [NB_APU_ARGS-1:0][DATA_WIDTH-1:0]        apu_operands_o,
   output logic [APU_OPCODE_WIDTH-1:0]                   apu_op_o,
   output logic [APU_DSFLAGS_CPU-1:0]                    apu_flags_o,
   output logic                                          apu_rready_o,
   input  logic                                          apu_rvalid_i,
   input  logic [DATA_WIDTH-1:0]                         apu_rdata_i,
   input  logic [APU_USFLAGS_CPU-1:0]                    apu_rflags_i,
   output logic                                          fpnew_req_o,
   input  logic                                          fpnew_gnt_i,
   output logic [NB_FPNEW_ARGS-1:0][DATA_WIDTH-1:0]      fpnew_operands_o,
   output logic [FPNEW_OPCODE_WIDTH-1:0]                 fpnew_op_o,
   output logic [FPNEW_DSFLAGS_CPU-1:0]                  fpnew_flags_o,
   output logic                                          fpnew_rready_o,
   input  logic                                          fpnew_rvalid_i,
   input  logic [DATA_WIDTH-1:0]                         fpnew_rdata_i,
   input  logic [FPNEW_USFLAGS_CPU-1:0]                  fpnew_rflags_i
);
    enum logic [1:0] {IDLE, WAIT_APU_RVALID, FPNEW_INFLIGHT, ERROR } CS, NS;
    logic [1:0] curr_op_q, curr_op_n;
    always_ff @(posedge clk or negedge rst_n)
    begin
        if(~rst_n)
        begin
           CS <= IDLE;
           curr_op_q <='0;
        end
        else
        begin
           CS <= NS;
           curr_op_q <= curr_op_n;
        end
    end
    always_comb
    begin
        apu_req_o        = '0;
        apu_operands_o   = core_slave_operands_i[NB_APU_ARGS-1:0];
        apu_op_o         = core_slave_op_i[APU_OPCODE_WIDTH-1:0];
        apu_flags_o      = core_slave_flags_i[APU_DSFLAGS_CPU-1:0];
        apu_rready_o     = '0;
        fpnew_req_o      = '0;
        fpnew_operands_o = core_slave_operands_i[NB_FPNEW_ARGS-1:0];
        fpnew_op_o       = core_slave_op_i[FPNEW_OPCODE_WIDTH-1:0];
        fpnew_flags_o    = core_slave_flags_i[FPNEW_DSFLAGS_CPU-1:0];
        fpnew_rready_o   = '0;
        core_slave_rvalid_o  = '0;
        core_slave_rdata_o   = '0;
        core_slave_rflags_o  = '0;
        core_slave_gnt_o     = 1'b0;
        NS = CS;
        curr_op_n = curr_op_q;
        case(CS)
            IDLE:
            begin
                if(core_slave_req_i)
                begin
                    case(core_slave_type_i)
                    APU_ID:
                    begin
                        apu_req_o         = 1'b1;
                        core_slave_gnt_o  = apu_gnt_i;
                        apu_rready_o = core_slave_rready_i;
                        core_slave_rvalid_o  = apu_rvalid_i;
                        core_slave_rdata_o   = apu_rdata_i;
                        core_slave_rflags_o  = apu_rflags_i;
                        if(!apu_rvalid_i && apu_gnt_i) begin
                            NS = WAIT_APU_RVALID;
                        end else begin
                            NS = IDLE;
                        end
                    end
                    FPNEW_ID:
                    begin
                        fpnew_req_o       = 1'b1;
                        core_slave_gnt_o  = fpnew_gnt_i;
                        fpnew_rready_o    = core_slave_rready_i;
                        core_slave_rvalid_o  = fpnew_rvalid_i;
                        core_slave_rdata_o   = fpnew_rdata_i;
                        core_slave_rflags_o  = fpnew_rflags_i;
                        if (!fpnew_rvalid_i && fpnew_gnt_i) begin
                            NS = FPNEW_INFLIGHT;
                            curr_op_n = 2'h1;
                        end else begin
                            NS = IDLE;
                        end
                    end
                    default:
                    begin
                        NS = ERROR;
                        core_slave_gnt_o = 1'b1;
                    end
                    endcase  
                end
                else  
                begin
                    NS = IDLE;
                end
            end
            WAIT_APU_RVALID:
            begin
                core_slave_rvalid_o  = apu_rvalid_i;
                core_slave_rdata_o   = apu_rdata_i;
                core_slave_rflags_o  = apu_rflags_i;
                if(apu_rvalid_i)
                begin
                    NS = IDLE;
                end
                else
                begin
                    NS = WAIT_APU_RVALID;
                end
            end
          FPNEW_INFLIGHT: begin
                fpnew_req_o       = core_slave_req_i && (core_slave_type_i == FPNEW_ID);
                core_slave_gnt_o  = fpnew_gnt_i;
                fpnew_rready_o    = core_slave_rready_i;
                core_slave_rvalid_o  = fpnew_rvalid_i;
                core_slave_rdata_o   = fpnew_rdata_i;
                core_slave_rflags_o  = fpnew_rflags_i;
                if( fpnew_rvalid_i && !fpnew_req_o && (curr_op_q == 1) ) begin
                    NS = IDLE;
                    curr_op_n = '0;
                end else begin
                    NS = FPNEW_INFLIGHT;
                    if (fpnew_rvalid_i) begin
                        if (fpnew_gnt_i && fpnew_req_o) begin
                            curr_op_n = curr_op_q;
                        end else begin
                            curr_op_n = curr_op_q - 1;
                        end
                    end else if (fpnew_gnt_i && fpnew_req_o) begin
                        curr_op_n = curr_op_q + 1;
                    end
                end
            end
            ERROR:
            begin
                core_slave_rvalid_o  = 1'b1;
                core_slave_rdata_o   = 32'hBAD_F7_ACC;
                core_slave_rflags_o  = '0;
                NS                   = IDLE;
            end
        endcase  
    end
endmodule
==> ./run.sh <==
#!/bin/bash
# OpenROAD 26Q1-2900-gdf79404cd8, Yosys 0.63+post, stock flow scripts
make -C /OpenROAD-flow-scripts/flow DESIGN_CONFIG=/design/flow/config.mk WORK_HOME=/design/flow/orfs finish
==> ./config.mk <==
export PLATFORM = sky130hd
export DESIGN_NAME = fpu_demux
export DESIGN_NICKNAME = fpu_demux
export VERILOG_FILES = /design/flow/design.v
export SDC_FILE = /design/flow/constraint.sdc
export NUM_CORES = 4
export LEC_CHECK = 1
export CORE_AREA = 10 10 191 191
export DIE_AREA = 0 0 201 201
==> ./constraint.sdc <==
current_design fpu_demux

set clk_period 13.4
set clk_io_pct 0.2

create_clock -name clk0 -period $clk_period [get_ports {clk}]

set non_clock_inputs [all_inputs -no_clocks]
set_input_delay [expr $clk_period * $clk_io_pct] -clock clk0 $non_clock_inputs
set_output_delay [expr $clk_period * $clk_io_pct] -clock clk0 [all_outputs]
==> impl_metrics.tcl <==
# flow metrics
set metrics [dict create \
    cts_hold_buf 0 \
    cp_max_fo 37 \
    wirelength_mm 10.4 \
    max_stage_delay_ps 510 \
    cts_buffers 3 \
    post_cts_resized 0 \
    ant_nets 0 \
    switching_share_pct 21.8 \
    setup_viol 0 \
    startpoint_type "primary input" \
    common_cells "buf_4, a221o_1, a22o_1, nor2_1, dfrtp_1" \
    dp_hpwl_mm 8.87 \
    period_needed_ps 7700 \
    powerDensity_nw_per_um2 49.1 \
    grt_pass1_wl_mm 13.9 \
    die_x_um 201 \
    crit_type "in2out" \
    clockBufferDepth 2 \
    async_flop_share_pct 100 \
    ff2ff_setup_slack_ps 12080 \
    power_leakage_nw 0.893 \
    timing.critical_path.mode_cell "clkdlybuf4s50_1" \
    yosysMostFrequentCell "buf_4" \
    fp.dieH_um 201 \
    top_area_cell "buf_4" \
    grt_pass1_vias 1792 \
    hold_viol_final 0 \
    dp_worst_setup_slack_ps 5750 \
    finalMaxSlewViolations 0 \
    clock_skew_ps 1.12 \
    cts_sinks 6 \
    cp_slowest_cell "clkdlybuf4s50_1" \
    fin_ws_ps 5700 \
    num_vias 1731 \
    htreeDepth 1 \
    setup-tns-final_ps 0 \
    p_comb_share_pct 48.4 \
    grt_overflow 0 \
    synth_cells 336 \
    ys.flop_type "dfrtp_1" \
    whs_ps 488 \
    p_switching_mw 0.0297 \
    antenna_found_initial 0 \
    internal-power_mw 0.106 \
    clockPowerShare_pct 36.1 \
    ys_cells 336 \
    synth_cell_types 38 \
    seqPwrFrac_pct 15.5 \
    wl_per_cell_um 15.5 \
    ys.flops 6 \
    first_pass_iters 6 \
    fillCellCount 3741 \
    clock_latency_ps 230 \
    syn-cell-area_um2 2630 \
    fin_util_pct 8.52 \
    post-cts-setup-buffers 0 \
    endpoint_kind "output port" \
    root_buffer "clkbuf_16" \
    yosys_warnings 1 \
    synthTopCellsByArea "buf_4, a221o_1, a22o_1" \
    gp_congestion 0.719 \
    warnings 25 \
    syn2layout_area_growth_pct 5.09 \
    finalCritPeriodShare_pct 57.4 \
    max-slew-margin-rel_pct 67.4 \
    worstMarginPinSlew_ps 485 \
    grt_max_degree 38 \
    yosys.stat.seqShare_pct 5.75 \
    fp-utilization_pct 8.11 \
    maxCapViolCount 0 \
    fmax_ghz 0.130 \
    clk_pin_slew_ps 30 \
    portBuffers 129 \
    row_count 66 \
    layout-drive-gt1-share_pct 6.17 \
    die-area_um2 40400 \
    rsz0062_at_grt "no" \
    path_cells "clkdlybuf4s50_1 > nor3_1 > and4b_2 > a21o_1 > buf_4 > a221o_1 > clkdlybuf4s50_1" \
    crit_arrival_ps 5020 \
    irDropWorstVdd_v 0.0000251 \
    cts_tree "yes" \
    viasPerCell 2.59 \
    gr-usage-all-layers_pct 4.70 \
    antennaDiodeCount 0 \
    drt_iter0_markers 130 \
    synth-edff-count 0 \
    num_io_pins 481 \
    hold_class "reg2reg" \
    status "completed" \
    synth_top_area_share_pct 66.8 \
    core_area_um2 32500 \
    drc 0 \
    yosys_area_um2 2630 \
    required_ps 10720 \
    syn_area_per_cell_um2 7.83 \
]
## cell usage in the layout, fill, tap and decap left out, types with 2 or more instances in the layout
cell and n:
a22o_1 16, nand3_1 2, a21o_1 2, nand2_1 3, nor3_1 2, inv_1 4, a221o_1 22, clkbuf_16 3
clkdlybuf4s50_1 129, o31ai_1 2, buf_4 4, nor2_1 7, and2_1 2, a21oi_1 2, dfrtp_1 5
## critical path: cells and delay by family
kind,cells,cell delay (ps)
AND/OR/NAND/NOR,2,570
buffers and inverters,3,1300
AND-OR/OR-AND,2,400
## power groups by stage
| stage | logic [mW] | clock network [mW] | registers [mW] |
|---|---|---|---|
| 6_report | 0.0657 | 0.0491 | 0.0211 |
| 5_1_grt | 0.0707 | 0.0512 | 0.0213 |
| 4_1_cts | 0.0668 | 0.0500 | 0.0211 |
## per-layer routing
| metal | track usage, % | wire length [um] |
|---|---|---|
| met1 | 4.38 | 3110 |
| met2 | 7.13 | 4750 |
| met3 | 3.27 | 1750 |
| met4 | 3.27 | 725 |
| met5 | 0.860 | 47 |
## cell families (layout without fill, tap and decap cells)
logic type | count (synthesis) | after routing | synth area share (%)
buffers and inverters | 250 | 141 | 69.9
AND-OR/OR-AND | 55 | 55 | 18.7
AND/OR/NAND/NOR | 23 | 23 | 4.90
flip-flops | 6 | 6 | 5.75
adder cells (fa/ha/maj) | 1 | 1 | 0.475
XOR/XNOR | 1 | 1 | 0.333
## path summary, 6_finish.rpt
kind / startpoint / endpoint / cells past startpoint
min reg2reg: curr_op_q[1] / curr_op_q[1] / 1
min in group asynchronous: rst_n / curr_op_q[1] / 1
max in group asynchronous: rst_n / CS[0] / 1
min: curr_op_q[1] / curr_op_q[1] / 1
max reg2reg: CS[0] / curr_op_q[1] / 4
max: core_slave_type_i[3] / core_slave_rdata_o[9] / 7
## stage by stage
stage | std cells | cell area [um^2] | total power, mW
final | 669 | 2770 | 0.136
after global routing | 669 | 2770 | 0.143
after CTS | 669 | 2770 | 0.138
after detailed placement | 665 | 2690 | 0.0877
after global placement | 665 | 2690 | 0.0878
after floorplan | 336 | 2630 | 0.0774
## sequential cells by signal, indices dropped and copies added, names as in the netlist
register / cells
curr_op_q: 2
CS: 4
## layout make-up
cell class | count | area [um^2] | share of cell area (%)
sequential | 6 | 151 | 5.48
tap | 442 | 553 | 20.0
multi-input combinational | 80 | 646 | 23.3
inverter | 4 | 15.0 | 0.543
timing repair buffer | 133 | 1320 | 47.8
clock buffer | 4 | 78.8 | 2.85
Power and IR drop assume default switching activity.
